===== /design/flow/design.v =====
module sum1b(
        input A, 
        input B, 
        input Ci,
        output Cout,
        output Sum
    );
    reg [1:0] result;
    assign Sum = result[0];
    assign Cout = result[1];
    always@(*) begin
      result = A+B+Ci;
    end
  endmodule
module sum4b (
        input  [3:0] A,
        input  [3:0] B,
        output      Cout,
        output [3:0] Sum,
        input Ci
    );
  wire c1,c2,c3;
  wire c_out; 
  sum1b s0 (.A(A[0]), .B(B[0]), .Ci(Ci),  .Cout(c1) ,.Sum(Sum[0]));
  sum1b s1 (.A(A[1]), .B(B[1]), .Ci(c1), .Cout(c2) ,.Sum(Sum[1]));
  sum1b s2 (.A(A[2]), .B(B[2]), .Ci(c2), .Cout(c3) ,.Sum(Sum[2]));
  sum1b s3 (.A(A[3]), .B(B[3]), .Ci(c3), .Cout(Cout) ,.Sum(Sum[3]));
endmodule
module Restador(
    input [3:0] A, 
    input [3:0] B,
    output [3:0] Resultado,   
    output Signo,   
    input  sel,
    output C_out   
);
    reg [3:0] resul;
    wire [3:0] Suma;
    integer i;
    always @(*) begin  
        for (i = 0; i < 4; i = i + 1) begin
            resul[i] = B[i] ^ sel;
        end
    end
    sum4b S (.A(A), .B(resul), .Ci(sel), .Cout(C_out), .Sum(Suma));
    assign Signo = ~C_out;   
    assign Resultado = (Signo) ? (~Suma + 1) : Suma;
endmodule
module multiplicador(
        input clk,
        input init,    
        input [2:0] MR, 
		input [2:0] MD, 
        output reg done,
		output reg [5:0] pp
    );
    reg sh;
    reg rst;
    reg add;
    reg [5:0] A;
    reg [2:0] B;
    wire z;
    reg [2:0] status;
    parameter START = 0, CHECK = 1, ADD = 2, SHIFT = 3, END1 = 4;
    initial begin
        status = START;
        rst = 1'b0;
        pp = 6'b0;
        A = 6'b0;
        B = 3'b0; 
    end
    always @(negedge clk) begin
	    case (status)
	        START: begin
	        	sh <= 1'b0;
	        	add <= 1'b0;
	        	if (init) begin
	        	    status <= CHECK;
	        	    done <= 1'b0;
	        	    rst <= 1'b1;
	        	end
	        end
	        CHECK: begin 
	        	done <= 1'b0;
	        	rst <= 1'b0;
	        	sh <= 1'b0;
	        	add <= 1'b0;
	        	status <= (B[0]==1)? ADD : SHIFT;
	        end
	        ADD: begin
	        	done <= 1'b0;
	        	rst <= 1'b0;
	        	sh <= 1'b0;
	        	add <= 1'b1;
	        	status <= SHIFT;
	        end
	        SHIFT: begin
	        	done <= 1'b0;
	        	rst <= 1'b0;
	        	sh <= 1'b1;
	        	add <= 1'b0;
	        	status <= (z==1)? END1 : CHECK;
	        end
	        END1: begin
	        	done <= 1'b1;
	        	rst <= 1'b0;
	        	sh <= 1'b0;
	        	add <= 1'b0;
	        	status <= START;
	        end
	        default: status <= START;
	    endcase 
    end 
    always @(posedge clk) begin
    	if (rst) begin
    		A <= {3'b000,MD};
    		B <= MR;
    	end
    	else begin 
    		if (sh) begin
    			A <= A << 1;
    			B <= B >> 1;
    		end
    	end
    end 
    always @(posedge clk) begin
    	if (rst) begin
    		pp <= 6'b0;
    	end
    	else begin 
    		if (add) begin
    		    pp <= pp + A;
    		end
    	end
    end
    assign z = (B==0)? 1'b1 : 1'b0;
endmodule
module alu(
        input clk,   
        input [3:0] A, 
		input [3:0] B, 
		input [1:0] OP, 
		input  sel,
		input  init,
		output Signo,
		output done,
		output C_out,
		output C_out_s,
		output reg [5:0]resul,
		output [14:0] dis
    );
	wire [3:0] resul_sum;
	wire [3:0] resul_res;
	wire [5:0] resul_mult;
	wire [2:0] r_bitsA;
	wire [2:0] r_bitsB;
	assign r_bitsA = A[2:0];
	assign r_bitsB = B[2:0];
	sum4b s0(.A(A), .B(B), .Ci('b0), .Cout(C_out_s), .Sum(resul_sum));
	Restador r0(.A(A), .B(B), .Resultado(resul_res), .Signo(Signo), .sel(sel), .C_out(C_out));
	multiplicador m0(.clk(clk), .init(init), .MR(r_bitsA), .MD(r_bitsB), .done(done), .pp(resul_mult)) ;
	decoder deco(.num(resul),.Sseg(dis));
    always @(*) begin
		case (OP)
			2'b00: resul <={2'b0, resul_sum};
			2'b01: resul <= {2'b0, resul_res};
			2'b10: resul <= resul_mult;
			2'b11: resul <= 'b00000;
			default: resul <= 'b00000;
		endcase
	end
endmodule
module BCD2Sseg (
    input      [3:0] BCD, 
    output reg [6:0] Sseg
);
    always @(*) begin
        case (BCD)
            4'b0000: Sseg = 7'b0000001;  
            4'b0001: Sseg = 7'b1001111;  
            4'b0010: Sseg = 7'b0010010;  
            4'b0011: Sseg = 7'b0000110;  
            4'b0100: Sseg = 7'b1001100;  
            4'b0101: Sseg = 7'b0100100;  
            4'b0110: Sseg = 7'b0100000;  
            4'b0111: Sseg = 7'b0001111;  
            4'b1000: Sseg = 7'b0000000;  
            4'b1001: Sseg = 7'b0000100;  
            4'ha: Sseg = 7'b0001000;     
            4'hb: Sseg = 7'b1100000;     
            4'hc: Sseg = 7'b0110001;     
            4'hd: Sseg = 7'b1000010;     
            4'he: Sseg = 7'b0110000;     
            4'hf: Sseg = 7'b0111000;     
            default:
                Sseg = 7'b0;
        endcase
    end
endmodule
module decoder#(parameter displays=2, segments = 7)(
    input  [7:0] num,
    output [segments*displays-1:0] Sseg
);
wire [3:0]bcd_units;
wire [3:0]bcd_tens;
wire [3:0]bcd_hundreds;
wire [6:0] sseg_units;
wire [6:0] sseg_tens;
wire [6:0] sseg_hundreds;
BCD2Sseg BCD2Sseg0(.BCD(bcd_units), .Sseg(sseg_units));
BCD2Sseg BCD2Sseg1(.BCD(bcd_tens), .Sseg(sseg_tens));
assign bcd_units = num%10; 
assign bcd_tens = (num%100 - num%10)/10; 
assign Sseg = { sseg_tens, sseg_units};
endmodule

===== /design/flow/run.sh =====
#!/bin/bash
# OpenROAD 26Q1-2900-gdf79404cd8, Yosys 0.63+post, stock flow scripts
make -C /OpenROAD-flow-scripts/flow DESIGN_CONFIG=/design/flow/config.mk WORK_HOME=/design/flow/orfs finish

===== /design/flow/config.mk =====
export PLATFORM = sky130hd
export DESIGN_NAME = alu
export DESIGN_NICKNAME = alu
export VERILOG_FILES = /design/flow/design.v
export SDC_FILE = /design/flow/constraint.sdc
export NUM_CORES = 4
export LEC_CHECK = 1
export CORE_UTILIZATION = 30

===== /design/flow/constraint.sdc =====
current_design alu

set clk_period 8.8
set clk_io_pct 0.2

create_clock -name clk0 -period $clk_period [get_ports {clk}]

set non_clock_inputs [all_inputs -no_clocks]
set_input_delay [expr $clk_period * $clk_io_pct] -clock clk0 $non_clock_inputs
set_output_delay [expr $clk_period * $clk_io_pct] -clock clk0 [all_outputs]

==> Slide: Implementation Results <==
Synthesis and Place & Route Summary

STA
  • Post-route worst setup slack: -4.10 ns
  • Slew @ Worst Pin: 0.564 ns
  • Hold Fails Final Rpt: 0
  • Pins Over Slew Limit: 0
  • Tmin final: 12.90 ns
  • F_max: 77.5 MHz
  • Final Setup Violations: 14
  • Slew HR: 62.4%
  • RSZ-0062 raised after global routing: true
  • Worst hold margin: 0.526 ns
  • Period utilisation layout: 147%
  • Setup TNS: -31.25 ns
  • Worst Skew: 0.0794 ns

Placed design
  • Number of placed instances, taps included: approximately 910
  • Pre-CTS setup slack: -5.16 ns
  • Post-DP HPWL: 9.92 mm
  • Port Buffers: 36
  • Routability Congestion: 0.956

Yosys
  • Area leader, netlist: edfxtp_1
  • Mapped cell area: around 4200 sq um
  • Synth Seq Share: 13.5%
  • Avg Cell Area, Syn: 7.95 sq um
  • Yosys synthesis chip area: 4210 sq um
  • Synth cell count leaders: nor2_1 (42), nand2_1 (32), inv_1 (30)
  • Synth Flop Type: edfxtp_1
  • YS warnings: 7
  • Yosys top cell by instances: nor2_1
  • Number of enable flip-flop cells: 13
  • Yosys reg bits: 22
  • Ys async rst share: 0%
  • # Cells Yosys: 530
  • Synth Instances: 530
  • Synth area leaders: edfxtp_1 (9.3%), ha_1 (7.7%), dfxtp_1 (4.3%)
  • Top-area cell type share of the netlist area: 9.26%
  • Distinct lib cells used: between 90 and 100

Critical path
  • Reg2reg path depth: 1
  • Req. time, crit path: 7.04 ns
  • Worst reg2reg startpoint: m0.rst$_DFFE_NP_
  • CP max stage delay: 0.46 ns
  • CP Capture Type: output port
  • FF-to-FF setup slack: 3.00 ns
  • Setup crit start: sel
  • Critical path class: in -> out
  • CP max FO: 5
  • RR Endpoint: m0.B[0]$_DFFE_PP_
  • CP Launch Type: input pin
  • Critical path data arrival time: 11.14 ns
  • Slowest CP cell: fa_2

Floorplan
  • Ports: 38
  • Initial core utilization: 31.3%
  • Die footprint: 14500 sq um
  • Die Y-Extent: 121 microns
  • Die x size: about 120 microns
  • Row cnt: between 40 and 50
  • Core area: 13500 sq um

Route
  • Vias: 4899
  • DR pass1 iterations: 5
  • Residual DRC: 0
  • Post-DRT Antenna Nets: 0
  • Initial drt markers: 230
  • DR WL/cell: 13.2 microns
  • Vias per cell: 5.16
  • Inserted Diodes: 0
  • Final WL: between 10 and 15 mm

Run status
  • Status: complete, but fails checks
  • Failing checks: setup timing

Flow run
  • Tool warning count: around 44
  • Number of max-cap violations: 0

Finish
  • Area delta synth->final: 65.5%
  • Fin cells: 949
  • Layout cells sized above 1: 46.3%
  • Final Util: 51.8%

CTS
  • Clock Path Buffers: 2
  • CTS tree: built
  • CTS H-tree depth: 1
  • Clock transition at path regs: 0.06 ns
  • CTS hold repair buffers: 0
  • CTS buffer count: 3
  • Clock root cell: clkbuf_16
  • Clock sink count: 22
  • Latency at later pin: 0.33 ns

GRT
  • Global-route wire length before repair: 21.3 mm
  • GR Overflow Total: 0
  • Grt peak-use layer: met1
  • M2 GR Usage: between 20 and 30%
  • Vias in the first global route: 4515
  • Pin count of the biggest net entering global routing: 18
  • Initial antenna violation count: 0
  • Total track usage: 17.8%
  • Met1 Usage GRT: 28.6%
  • GR met3 Demand/Resource: under 10%

Min path
  • Hold Crit Start: m0.A[5]$_SDFFE_PP0P_
  • Worst Hold Class: reg -> reg
  • Hold path endpoint: m0.A[5]$_SDFFE_PP0P_
  • WHS Path Cells: 2
==> cells in the final DEF (no fill, tap or decap), types with 6 or more instances in the layout <==
| cell type | synthesis | layout |
|---|---|---|
| xnor2_1 | 17 | 13 |
| clkdlybuf4s50_1 | 0 | 23 |
| buf_2 | 8 | 10 |
| nor3_1 | 19 | 10 |
| nand2_1 | 32 | 30 |
| a21oi_1 | 29 | 25 |
| dfxtp_1 | 9 | 9 |
| buf_6 | 3 | 8 |
| nand3_1 | 8 | 6 |
| nor2b_1 | 10 | 9 |
| a21o_1 | 22 | 22 |
| nand2b_1 | 10 | 9 |
| o21ai_1 | 3 | 10 |
| o21ai_0 | 28 | 19 |
| and2_1 | 12 | 9 |
| a211oi_2 | 4 | 6 |
| xor2_1 | 9 | 8 |
| a21oi_2 | 3 | 6 |
| mux2i_1 | 14 | 13 |
| nor3_2 | 3 | 8 |
| ha_1 | 26 | 18 |
| edfxtp_1 | 13 | 13 |
| and3_1 | 7 | 6 |
| buf_4 | 1 | 214 |
| nor2_1 | 42 | 40 |
| inv_1 | 30 | 33 |
==> timing repair <==
action	CTS	global route
gates cloned	1	0
gates resized	89	26
pin swaps	55	16
setup endpoints to repair	14	14
buffers inserted	22	7
==> routing by layer <==
metal | routed length, microns | share of wire (%)
met1 | 6520 | 52
met2 | 5450 | 43
met3 | 559 | 4.5
met4 | 21 | 0.17
met5 | 0 | 0
==> state kept, by name, summed over array words and instances (netlist names) <==
signal,flops
m0.done,1
m0.add,1
m0.sh,1
m0.pp,6
m0.status,3
m0.rst,1
m0.B,3
m0.A,6
==> critical path: cells and delay by family <==
| kind | cells | cell delay (ns) |
|---|---|---|
| buf+inv | 5 | 0.49 |
| xor+xnor | 2 | 0.25 |
| mux | 1 | 0.15 |
| fa+ha+maj | 8 | 2.43 |
| compound gates | 22 | 3.76 |
| simple gates | 12 | 2.26 |
==> cells by family (layout without fill, tap and decap cells) <==
kind of cell	after synthesis	after routing	share of synthesized area, %
DFF	22	22	13.5
xor gates and xnor gates	28	28	6.18
muxes	21	21	5.52
buffers and inverters	57	300	5.97
adders and majority gates	34	34	11.3
other	1	1	0.0890
AOI/OAI and AO/OA	191	191	35.3
and+or+nand+nor	176	176	22.1
==> final cells by class <==
class | count | area [sq um]
tap | 176 | 220
timing repair buffer | 257 | 1990
clock inverter | 8 | 35.0
clock buffer | 3 | 75.1
inverter | 32 | 128
multi-input combinational | 451 | 3950
fill | 1169 | 6480
sequential | 22 | 571
==> per-stage QoR <==
stage	cell area, sq um
floorplan	4440
global placement	6320
detailed placement	6320
CTS	6810
global route	6970
finish	6970
==> worst max path at each step <==
stage,end,slack (ns)
6_report,dis[10],-4.10
5_1_grt,dis[10],-4.67
4_1_cts,dis[10],-4.06
